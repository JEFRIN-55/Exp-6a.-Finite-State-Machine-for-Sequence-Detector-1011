**flow/config.mk**
```make
export PLATFORM = sky130hd
export DESIGN_NAME = mealy_1011
export DESIGN_NICKNAME = mealy_1011
export VERILOG_FILES = /design/flow/design.v
export SDC_FILE = /design/flow/constraint.sdc
export NUM_CORES = 4
export LEC_CHECK = 1
export CORE_AREA = 10 10 70 70
export DIE_AREA = 0 0 80 80
```
**flow/constraint.sdc**
```tcl
current_design mealy_1011

set clk_period 1.0
set clk_io_pct 0.2

create_clock -name clk0 -period $clk_period [get_ports {clk}]

set non_clock_inputs [all_inputs -no_clocks]
set_input_delay [expr $clk_period * $clk_io_pct] -clock clk0 $non_clock_inputs
set_output_delay [expr $clk_period * $clk_io_pct] -clock clk0 [all_outputs]
```
**flow/design.v**
```verilog
`timescale 1ns / 1ps
module mealy_1011(
    input clk, rst, xin,
    output reg zout
    );
parameter [2:0] s0 = 0, s1 = 3'b001, s2 = 3'b010, s3 = 3'b011, s4 = 3'b100;
reg [2:0] ps, ns;
always @ (posedge clk)
    begin 
        if(rst) 
            ps <= s0;
        else 
            ps <= ns;
    end
always @ (ps or xin)
    begin
        case(ps)
        s0:
            if(xin)
            begin
                ns = s1;
                zout = 0;
            end
            else
            begin
                ns = s0;
                zout = 0;
            end
        s1:
            if(xin)
            begin
                ns = s1;
                zout = 0;
            end
            else
            begin
                ns = s2;
                zout = 0;
            end
        s2:
            if(xin)
            begin
                ns = s3;
                zout = 0;
            end
            else
            begin
                ns = s0;
                zout = 0;
            end
        s3:
            if(xin)
            begin
                ns = s4;
                zout = 0;
            end
            else
            begin
                ns = s2;
                zout = 0;
            end
        s4:
            if(xin)
            begin
                ns = s1;
                zout = 1;   
            end
            else
            begin
                ns = s0;
                zout = 0;      
            end
        endcase
    end
endmodule
```
**flow/run.sh**
```bash
#!/bin/bash
# OpenROAD 26Q1-2900-gdf79404cd8, Yosys 0.63+post, stock flow scripts
make -C /OpenROAD-flow-scripts/flow DESIGN_CONFIG=/design/flow/config.mk WORK_HOME=/design/flow/orfs finish
```
==> CHANGELOG.md <==
## Flow update

* Maximum ir drop on the vdd rail at 0.000137 V
* Placement Rows at 21
* Pwr per Cell Area at between 1000 and 1500 nW/um^2
* Headroom to the max-slew limit at 0.875
* Count of warning messages emitted by the tools at 25
* Number of buffers on the longest clock path at 2
* Max stage delay on crit path at between 0.5 and 0.6 ns
* H-tree levels at 1
* Total CTS buffers at 3
* Sum of internal, switching and leakage power at 0.000349 W
* Cell area after technology mapping at roughly 200 um^2
* Worst path cell trace: clkdlybuf4s50_1 > nor2b_1
* Post-synthesis to final-layout area growth at 56.9%
* Fin Setup TNS at 0 ns
* Overall die width at around 80 um
* Floorplan core area at 3420 um^2
* Core occupancy in the finished layout at 0.0919
* WL/cell at 5.57 um
* GRT Util Overall at 0.0128
* Pin count of the biggest net entering global routing at 6
* Post-synth cell types at 11
* Yosys adder share at 0
* Residual overflow from global routing at 0
* Final-report max-slew violation count at 0
* First-pass GRT wire length at around 660 um
* Antenna cells at 0
* Count of buffers from port buffering at 3
* Vertical die dimension at roughly 80 um
* Synthesized area divided by synthesized cell count at 10.5 um^2
* Maximum capacitance violations at 0
* Largest combinational cell category by area: simple AND/OR/NAND/NOR gates
* Kind of cell with the highest combined delay on the critical path: buffers and inverters
* Crit path DAT at around 0.77 ns
* Post-synthesis cell count at 19
* Leak pwr at between 0.1 and 0.15 nW
* Via count at about 160
* Fraction of layout cells with a size suffix above 1 at 0.192
* RSZ-0062 raised after global routing: false
* Via count normalized by instance count at around 2.2
* Cell with the biggest individual delay on the critical path: clkdlybuf4s50_1
* Chip Area at roughly 6400 um^2
* Antenna violation net count after detailed routing at 0
* Clock tree from TritonCTS: built
* Mux share at 0
* Count of unclocked register or latch pins at 4
* Count of buffer and inverter cells on the critical path at 1
* Fp_density at 0.0586
* Number of antenna violations at the first check in global routing at 0
* Crit path capture type: flop
* Max Fanout on Critical Path at 3
* Cell count listed in synth_stat.txt at 19
* Clock transition at the registers of the reported paths at 0.04 ns
* CTS root buffer: clkbuf_4
* Worst EP required at approximately 1.1 ns
* Kind of path behind the tightest hold check: in2reg
* Routability cong. at 0.615
* Final std cell area, no fill at approximately 310 um^2
* Basic-gate share of the synthesized area counting and, or, nand and nor cells at 0.300
* Number of global-route vias before repair at between 150 and 200
* Critical path type: in2reg
* Flops out of synthesis at 7
* Worst slew pin tran at about 0.19 ns
* XORs/XNORs by Area at 0
* Total Wirelength at around 400 um
* Number of buffers inserted for hold repair after clock tree synthesis at 0
* Post-synth area from yosys stat at approximately 200 um^2
* Number of iterations in the first detailed-routing pass at 4
* Residual DRC at 0
* Startpoint type of the worst setup path: input port
* Hold Violations, Final at 0
* Number of resized instances in the post-cts repair step at 0
* Final critical-path required period at about 0.65 ns
* Final Cycle Share at 0.652
* Number of unconstrained endpoints at 5
* Filler Cell Count at 403
* Highest clock rate at approximately 1500 MHz
* Count of warnings emitted by yosys at 1
* Number of violations reported at the end of detailed-routing iteration 0 at 13
* Number of setup buffers added after CTS at 0
* Placed instance area at roughly 290 um^2
* I/O pin cnt at 4
* Share of synthesized cell area in and-or and or-and compound cells at 0.100
* Result of the run: completed
* Final Setup Violations at 0
sequential cells by signal, indices dropped and copies added, names as in the netlist:
register  cells
ns            3
ps            3
zout          1
stage by stage:
step,hold slack [ns],instances,setup WS [ns]
3_3_place_gp,0.786,68,0.139
5_1_grt,0.577,72,0.360
4_1_cts,0.555,72,0.366
6_report,0.570,72,0.348
2_1_floorplan,0.272,19,0.664
3_5_place_dp,0.799,68,0.127
layer usage:
metal  GRT usage  wire (um)
met4     0.00880         10
met5           0          0
met3     0.00455         15
met1     0.00936        137
met2      0.0257        238
final timing paths:
kind	start	endpoint	slack, ns	depth (start not counted)
worst max-delay path	rst	ps[2]	0.35	2
worst min-delay path	rst	ps[0]	0.57	2
cells in the mapped netlist, drive strengths merged:
cell / count / area share
dlxtn: 4 / 0.30
dfxtp: 3 / 0.30
nor2b: 3 / 0.094
nand2: 2 / 0.050
o21a: 2 / 0.075
a21oi: 1 / 0.025
nand2b: 1 / 0.031
nand3b: 1 / 0.038
nor3: 1 / 0.025
nor3b: 1 / 0.062
cells by family (layout without fill, tap and decap cells):
group | Yosys count | in the layout
simple gates | 9 | 9
latches | 4 | 4
compound gates | 3 | 3
flops | 3 | 3
buf+inv | 0 | 7
layout make-up:
cell class              instances  area, um^2  share of cell area
clock buffers                   4        26.3              0.0837
repair buffers                  3        30.0              0.0956
multi-input cells              12        80.1               0.255
flip-flops and latches          7         120               0.382
well taps                      46        57.6               0.183
power breakdown:
group / total, W / internal [W] / switching [W]
Combinational: 0.0000162 / 0.0000109 / 0.00000525
Clock: 0.000208 / 0.000149 / 0.0000591
Sequential: 0.000124 / 0.000123 / 0.00000177
cell usage in the layout (no fill, tap or decap), drive strengths merged:
cell type,count
nor2b,3
o21a,2
nand2,2
dlxtn,4
clkdlybuf4s50,3
clkbuf,4
nor3b,1
nor3,1
nand2b,1
a21oi,1
nand3b,1
dfxtp,3
Power and IR drop assume default switching activity.

--- design/flow/run.sh ---
#!/bin/bash
# OpenROAD 26Q1-2900-gdf79404cd8, Yosys 0.63+post, stock flow scripts
make -C /OpenROAD-flow-scripts/flow DESIGN_CONFIG=/design/flow/config.mk WORK_HOME=/design/flow/orfs finish
--- design/flow/config.mk ---
export PLATFORM = sky130hd
export DESIGN_NAME = moore_1011
export DESIGN_NICKNAME = moore_1011
export VERILOG_FILES = /design/flow/design.v
export SDC_FILE = /design/flow/constraint.sdc
export NUM_CORES = 4
export LEC_CHECK = 1
export CORE_AREA = 10 10 70 70
export DIE_AREA = 0 0 80 80
--- design/flow/constraint.sdc ---
current_design moore_1011

set clk_period 1.0
set clk_io_pct 0.2

create_clock -name clk0 -period $clk_period [get_ports {clk}]

set non_clock_inputs [all_inputs -no_clocks]
set_input_delay [expr $clk_period * $clk_io_pct] -clock clk0 $non_clock_inputs
set_output_delay [expr $clk_period * $clk_io_pct] -clock clk0 [all_outputs]
--- design/flow/design.v ---
`timescale 1ns / 1ps
module moore_1011(
    input clk,rst,xin,
    output reg zout
    );
parameter [2:0] s0 = 0, s1 = 3'b001, s2 = 3'b010, s3 = 3'b011, s4 = 3'b100;
reg [2:0] ps,ns;
always @ (posedge clk)
    begin 
        if(rst) 
            ps <= s0;
        else 
            ps <= ns;
    end
always @ (xin or ps)
    begin
        case(ps)
        s0:
        if(xin)
        begin
            ns = s1;
            zout = 0;
        end
        else 
        begin
            ns = s0;
            zout=0;
        end
        s1:
        if(xin)
        begin
            ns = s1;
            zout = 0;
        end
        else 
        begin
            ns = s2; 
            zout=0;
        end
        s2:
        if(xin)
        begin
            ns = s3;
            zout=0;
        end
        else 
        begin
            ns = s0;
            zout = 0;
        end
        s3:
        if(xin)
        begin
            ns = s4;
            zout = 0;
        end
        else 
        begin
            ns = s2;
            zout = 0;
        end
        s4:
        if(xin)
        begin
            ns = s1;
            zout = 1;
        end
        else 
        begin
            ns = s0;
            zout = 1;
        end
        endcase 
     end
endmodule
==> impl_metrics.ini <==
; physical design summary
[status]
status = finished, final reports clean

[synth]
area_leaders = dlxtn_1 (30%), dfxtp_1 (30%), nor2b_1 (9.4%)
syn_inst = 18
ys_types = 10
yosys_area_um2 = 199
top_area_share_pct = 30.2
yosys_warnings = 1
yosysTopAreaCell = dlxtn_1
synth_flops = 7
synth.cell_area_um2 = 199
syn_avg_cell_area_um2 = 11.1
ys_cells = 18

[critical_path]
crit_arrival_ps = 750
cp.buffers_inverters = 1
cp-start-kind = primary input
critical-path-top-delay-family = buffers and inverters
worst_setup_path_end_kind = flop
worstPathRequired_ps = 1120
worstPathCellList = clkdlybuf4s50_1 -> nor2b_1
setup.worst_path.class = in2reg
path_max_fanout = 3
max_stage_delay_ps = 500
slowest_stage = clkdlybuf4s50_1

[power_and_ir_drop]
internal_power_mw = 0.283
seqPwrFrac_pct = 35.5
power_frac_comb_pct = 4.4
p_sw_mw = 0.0670
ir_drop_mv = 0.160
clkPwrFrac_pct = 60.1
power_mw = 0.350
power.density_nw_per_um2 = 1120
swShare_pct = 19.1
p_leak_nw = 0.103

[drt]
num_vias = 151
routed_wl_um = 391
vias_per_cell = 2.13
route.detailed.drc = 0
antenna_left = 0
n_antenna_cell = 0
firstDrtPassIters = 2
wl_per_cell_um = 5.51
drtIter0Drc = 12

[timing]
unclocked_regs = 4
period_used_pct = 63.4
timing.hold.ws_ps = 553
hold_viol = 0
tightest_slew_ps = 188
setup_tns_ps = 0
fmax_mhz = 1580
untimed_endpoints = 5
slew_violations = 0
finalSetupViolCount = 0
rsz0062_at_grt = no
slew_headroom_pct = 87.5
min_period_ps = 634

[die]
fp_util_pct = 5.82
io_pins = 4
num_rows = 21
die_w_um = 80
die_y_um = 80
coreArea_um2 = 3420
dieArea_um2 = 6400

[global_routing]
grt_max_degree = 6
grt_overflow_total = 0
grt_use_total_pct = 1.30
first_global_vias = 177
antenna_found_initial = 0
grt_pass1_wl_um = 683

[layout]
drive_gt1_share_pct = 20.0
nFillCells = 399
areaGrowthSynthToFinish_pct = 57.2

[hold_path]
hold_end = ps[0]
hold_class = in2reg
hold_start = rst
holdPathStages = 2

[clock_network]
cts_tree = done
cts_made_buffers = 3
htreeDepth = 1
cts_hold_buf = 0
clk_pin_slew_ps = 40
post_cts_buffers = 0
cts.path.max_buffers = 2
cts_resized = 0
clockRootBuffer = clkbuf_4

[placed_design]
io_buffers = 3
gp_congestion = 0.612
place_hpwl_um = 298

[run]
tool_warnings = 25
max-cap-violations = 0
[placed cells by master, fill, tap and decap left out, drive strengths merged]
| cell type | Yosys | layout |
|---|---|---|
| dlxtn | 4 | 4 |
| clkbuf | 0 | 4 |
| nor2b | 3 | 3 |
| clkdlybuf4s50 | 0 | 3 |
| dfxtp | 3 | 3 |
| o21a | 2 | 2 |
| nor3b | 2 | 2 |
| nand2 | 1 | 1 |
| nand3b | 1 | 1 |
| nand2b | 1 | 1 |
| a21oi | 1 | 1 |
[sequential cells by signal (all words and copies together) (netlist names)]
| signal | flops |
|---|---|
| ns | 3 |
| ps | 3 |
| zout | 1 |
[metrics by stage]
stage / util, % / cells / worst slack (ps) / area, um2
finish: 9.16 / 71 / 366 / 313
global route: 9.16 / 71 / 340 / 313
CTS: 9.16 / 71 / 371 / 313
detailed placement: 8.39 / 67 / 132 / 287
global placement: 8.39 / 67 / 138 / 287
floorplan: - / 18 / 664 / 199
[cell families (layout without fill, tap and decap cells)]
family          count (synthesis)  after routing  share of synthesized area (%)
simple gates                    8              8                           29.6
buf+inv                         0              7                              0
latches                         4              4                           30.2
flops                           3              3                           30.2
compound gates                  3              3                           10.1
[routing by layer]
layer	vias up	track usage, %	share of wire, %
met5	-	0	0
met4	0	0.880	0
met3	0	0.568	3.8
met2	4	2.73	62
met1	72	0.802	34
li1	75	-	-
[synth_stat cells]
| library cell | number |
|---|---|
| nand3b_1 | 1 |
| nor2b_1 | 3 |
| dlxtn_1 | 4 |
| nor3b_1 | 1 |
| nand2_2 | 1 |
| o21a_1 | 2 |
| nor3b_2 | 1 |
| a21oi_1 | 1 |
| nand2b_1 | 1 |
| dfxtp_1 | 3 |
[area by class of cell]
class / instances / area [um2] / share of cell area, %
multi-input cells: 11 / 78.8 / 25.2
well taps: 46 / 57.6 / 18.4
repair buffers: 3 / 30.0 / 9.60
clock buffers: 4 / 26.3 / 8.40
flip-flops and latches: 7 / 120 / 38.4
[power groups by stage]
stage / Combinational [mW] / Clock (mW) / Sequential, mW
CTS: 0.0155 / 0.219 / 0.124
global route: 0.0173 / 0.234 / 0.124
finish: 0.0154 / 0.210 / 0.124
[how the worst max path moves through the flow]
stage,startpoint,end,slack [ps],depth (start not counted)
CTS,rst,ps[1],370,2
global route,rst,ps[2],340,2
finish,rst,ps[1],370,2
